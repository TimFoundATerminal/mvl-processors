==> flow/design.v <==
package ternary_package;
    parameter VPOS = 5.0;
    parameter VZERO = 0.0;
    parameter VNEG = -5.0;
    parameter VTHRESH_POS = 2.5;
    parameter VTHRESH_NEG = -2.5;
    parameter VDD = 5.0;
    parameter VSS = -5.0;
endpackage
module balanced_ternary_buffer(
    input wire [1:0] in,      
    output reg [1:0] out
);
    always @(*) begin
        case (in)
            2'b10: out = 2'b10;   
            2'b00: out = 2'b00;   
            2'b01: out = 2'b01;   
            default: out = 2'b00;  
        endcase
    end
endmodule
module ternary_full_adder(
    input wire [1:0] a,
    input wire [1:0] b,
    input wire [1:0] cin,     
    output reg [1:0] sum,
    output reg [1:0] cout     
);
    reg [1:0] partial_sum;
    reg [1:0] partial_carry;
    reg [1:0] final_carry;
    always @(*) begin
        case ({a, b})
            {2'b01, 2'b01}: begin       
                partial_sum = 2'b00;     
                partial_carry = 2'b01;   
            end
            {2'b10, 2'b10}: begin       
                partial_sum = 2'b00;     
                partial_carry = 2'b10;   
            end
            {2'b01, 2'b10}, 
            {2'b10, 2'b01}: begin       
                partial_sum = 2'b00;     
                partial_carry = 2'b00;   
            end
            {2'b00, 2'b00}: begin       
                partial_sum = 2'b00;
                partial_carry = 2'b00;
            end
            {2'b01, 2'b00},
            {2'b00, 2'b01}: begin       
                partial_sum = 2'b01;
                partial_carry = 2'b00;
            end
            {2'b10, 2'b00},
            {2'b00, 2'b10}: begin       
                partial_sum = 2'b10;
                partial_carry = 2'b00;
            end
            default: begin              
                partial_sum = 2'b00;
                partial_carry = 2'b00;
            end
        endcase
        case ({partial_sum, cin})
            {2'b01, 2'b01}: begin       
                sum = 2'b00;            
                final_carry = 2'b01;    
            end
            {2'b10, 2'b10}: begin       
                sum = 2'b00;            
                final_carry = 2'b10;    
            end
            {2'b01, 2'b10}, 
            {2'b10, 2'b01}: begin       
                sum = 2'b00;            
                final_carry = 2'b00;    
            end
            {2'b00, 2'b00}: begin       
                sum = 2'b00;
                final_carry = 2'b00;
            end
            {2'b01, 2'b00},
            {2'b00, 2'b01}: begin       
                sum = 2'b01;
                final_carry = 2'b00;
            end
            {2'b10, 2'b00},
            {2'b00, 2'b10}: begin       
                sum = 2'b10;
                final_carry = 2'b00;
            end
            default: begin              
                sum = 2'b00;
                final_carry = 2'b00;
            end
        endcase
        case ({partial_carry, final_carry})
            {2'b01, 2'b01}: cout = 2'b01;   
            {2'b10, 2'b10}: cout = 2'b10;   
            {2'b01, 2'b10},
            {2'b10, 2'b01}: cout = 2'b00;   
            {2'b01, 2'b00},
            {2'b00, 2'b01}: cout = 2'b01;   
            {2'b10, 2'b00},
            {2'b00, 2'b10}: cout = 2'b10;   
            {2'b00, 2'b00}: cout = 2'b00;   
            default: cout = 2'b00;           
        endcase
    end
endmodule
module ternary_min(
    input wire [1:0] a,
    input wire [1:0] b,
    output reg [1:0] out
);
    always @(*) begin
        case ({a, b})
            {2'b10, 2'b10}: out = 2'b10;
            {2'b10, 2'b00}: out = 2'b10;
            {2'b10, 2'b01}: out = 2'b10;
            {2'b00, 2'b10}: out = 2'b10;
            {2'b01, 2'b10}: out = 2'b10;
            {2'b00, 2'b00}: out = 2'b00;
            {2'b00, 2'b01}: out = 2'b00;
            {2'b01, 2'b00}: out = 2'b00;
            {2'b01, 2'b01}: out = 2'b01;
            default: out = 2'b00;
        endcase
    end
endmodule
module top_level(
    input wire [1:0] input_a,
    input wire [1:0] input_b,
    output wire [1:0] min_result,
    output wire [1:0] sum_result,
    output wire [1:0] carry_out
);
    ternary_min min_inst(
        .a(input_a),
        .b(input_b),
        .out(min_result)
    );
    ternary_full_adder adder_inst(
        .a(input_a),
        .b(input_b),
        .cin(2'b00),   
        .sum(sum_result),
        .cout(carry_out)
    );
endmodule
==> flow/run.sh <==
#!/bin/bash
# OpenROAD 26Q1-2900-gdf79404cd8, Yosys 0.63+post, stock flow scripts
make -C /OpenROAD-flow-scripts/flow DESIGN_CONFIG=/design/flow/config.mk WORK_HOME=/design/flow/orfs finish
==> flow/config.mk <==
export PLATFORM = sky130hd
export DESIGN_NAME = top_level
export DESIGN_NICKNAME = top_level
export VERILOG_FILES = /design/flow/design.v
export SDC_FILE = /design/flow/constraint.sdc
export NUM_CORES = 4
export LEC_CHECK = 1
export CORE_AREA = 10 10 70 70
export DIE_AREA = 0 0 80 80
==> flow/constraint.sdc <==
current_design top_level

set clk_period 1.6
set clk_io_pct 0.2

create_clock -name clk0 -period $clk_period

set non_clock_inputs [all_inputs -no_clocks]
set_input_delay [expr $clk_period * $clk_io_pct] -clock clk0 $non_clock_inputs
set_output_delay [expr $clk_period * $clk_io_pct] -clock clk0 [all_outputs]
==> qor.json <==
{
  "outcome": {"value": "completed"},
  "initial_antenna_violation_count": {"value": 0},
  "ys_seq_frac": {"value": 0},
  "via_count": {"value": 118},
  "timing.critical_path.arrival": {"value": 1.24, "unit": "ns"},
  "power_density": {"value": 186, "unit": "mW/mm²"},
  "grt_overflow": {"value": 0},
  "floorplan.rows": {"value": 21},
  "post-route-period-util": {"value": 0.976},
  "finalWorstSetupSlack": {"value": 0.0378, "unit": "ns"},
  "final_non_filler_cells": {"value": 67},
  "topCombFamilyByArea": {"value": "simple AND/OR/NAND/NOR gates"},
  "hold_viol_final": {"value": 0},
  "hold_buffers": {"value": 0},
  "drtPass1Iterations": {"value": 1},
  "topCellsByArea": {"value": "sky130_fd_sc_hd__nor3_2 (26%), sky130_fd_sc_hd__xnor2_1 (23%), sky130_fd_sc_hd__a22o_2 (13%)"},
  "floorplan.io_pins": {"value": 10},
  "dpl-instance-area": {"value": 235, "unit": "µm²"},
  "max_freq": {"value": 0.640, "unit": "GHz"},
  "top_cells_by_count_synth": {"value": "sky130_fd_sc_hd__nor2_1 (2), sky130_fd_sc_hd__nor3_2 (2), sky130_fd_sc_hd__xnor2_1 (2)"},
  "synth_area": {"value": 77.6, "unit": "µm²"},
  "num-clock-buffers": {"value": 0},
  "synth.top_cell.area_share": {"value": 0.258},
  "dpl.hpwl": {"value": 248, "unit": "µm"},
  "synth_xor_xnor_area_share": {"value": 0.226},
  "synth.yosys.num_cells": {"value": 11},
  "post-place-ws": {"value": -0.366, "unit": "ns"},
  "n_sequential_cell": {"value": 0},
  "leakagePower": {"value": 0.0702, "unit": "nW"},
  "fill_cell_count": {"value": 409},
  "routed_via_density": {"value": 1.76},
  "area_growth": {"value": 194, "unit": "%"},
  "critPathRequiredTime": {"value": 1.28, "unit": "ns"},
  "openroad.warnings": {"value": 32},
  "antenna-diode-count": {"value": 0},
  "layout.core_utilization": {"value": 0.0667},
  "placeable_area": {"value": 0.00342, "unit": "mm²"},
  "finalWeightedCongestion": {"value": 0.727},
  "grt_start_max_net_pins": {"value": 6},
  "post_drt_wl_per_cell": {"value": 4.39, "unit": "µm"},
  "postCtsSetupBuffers": {"value": 0},
  "synthesis.yosys.warnings": {"value": 2},
  "grt_pass1_vias": {"value": 90},
  "timing_worst_slew_pin_value": {"value": 0.172, "unit": "ns"},
  "place.port_buffers": {"value": 10},
  "die-area": {"value": 0.00640, "unit": "mm²"},
  "maximum_fanout_along_the_worst_path": {"value": 5},
  "initial_core_util": {"value": 0.0227},
  "dieWidth": {"value": 80, "unit": "µm"},
  "share_of_cells_above_drive_strength_1": {"value": 0.476},
  "post_synth_mux_area_share": {"value": 0},
  "setup_violations": {"value": 0},
  "critical_path_class": {"value": "input pin to output port"},
  "grt_first_pass_wirelength": {"value": 365, "unit": "µm"},
  "period_minus_slack": {"value": 1.56, "unit": "ns"},
  "die_height": {"value": 80, "unit": "µm"},
  "min_path_type": {"value": "input pin to output port"},
  "dr.first_iter.drc_count": {"value": 0},
  "place.detailed.instances": {"value": 67},
  "synthDistinctLibCells": {"value": 8},
  "crit_path_start_kind": {"value": "input pin"},
  "register_area": {"value": 0, "unit": "µm²"},
  "syn-mean-instance-area": {"value": 7.05, "unit": "µm²"},
  "post_synth_inst_count": {"value": 11},
  "yosys_area": {"value": 77.6, "unit": "µm²"},
  "groute.usage.overall": {"value": 0.00623},
  "largest_area_cell": {"value": "sky130_fd_sc_hd__nor3_2"},
  "timing.critical_path.to_type": {"value": "output port"},
  "timing.setup.tns": {"value": 0, "unit": "ns"},
  "synth_area_in_simple_gates": {"value": 0.548},
  "detail_route.drc_violations": {"value": 0},
  "relSlewSlack": {"value": 0.884},
  "irDropWorstVdd": {"value": 0.0151, "unit": "mV"},
  "drv.max_cap_violation_count": {"value": 0},
  "final_max_slew_viol_count": {"value": 0},
  "post_synth_aoi_oai_area": {"value": 0.129},
  "final_design_area_no_fill": {"value": 228, "unit": "µm²"},
  "antenna_violating_nets_post_route": {"value": 0},
  "drt-total-wl": {"value": 294, "unit": "µm"},
  "adder_share": {"value": 0}
}
routing by layer:
layer	global-route usage	vias to the layer above	share of wire
li1	-	59	-
met1	0.00725	49	0.41
met2	0.00883	10	0.26
met3	0.00568	0	0.33
met4	0	0	0
met5	0	-	0
cell families after synthesis:
group,after synthesis
compound gates,1
xor+xnor,2
buf+inv,1
simple gates,7
critical path, cell delays in order:
cell                              delay, ns
sky130_fd_sc_hd__buf_2                 0.14
sky130_fd_sc_hd__nor2_2                0.14
sky130_fd_sc_hd__and3_1                0.18
sky130_fd_sc_hd__clkdlybuf4s50_1       0.46
through the flow:
stage                     power (mW)  hold WS [ns]
after floorplan               0.0122         0.653
after global placement        0.0430          1.66
after detailed placement      0.0434          1.67
after CTS                     0.0386          1.23
after global routing          0.0461          1.27
final                         0.0423          1.23
repair_timing:
action                                 in CTS  in global routing
gates resized                              16                  3
setup endpoints to repair                   6                  1
endpoints found under the hold margin       0                  0
pin swaps                                   0                  0
layout make-up:
class                           instances  area, µm²  area share
Timing Repair Buffer                   11       87.6       0.385
Multi-Input combinational cell         10       82.6       0.363
Tap cell                               46       57.6       0.253
final timing paths:
path | cells after the start | slack (ns) | startpoint | to
setup / recovery | 4 | 0.04 | input_b[1] | min_result[0]
hold / removal | 3 | 1.23 | input_a[0] | sum_result[1]
where the power goes:
part	switching, mW	leakage, nW	internal [mW]	total, mW
registers	0	0	0	0
logic	0.0165	0.0702	0.0258	0.0423
clock network	0	0	0	0
total	0.0165	0.0702	0.0258	0.0423
placed cells by master, fill, tap and decap left out:
cell type                         netlist  final
sky130_fd_sc_hd__nor3_1                 1      1
sky130_fd_sc_hd__clkdlybuf4s50_1        0      6
sky130_fd_sc_hd__and3_1                 1      1
sky130_fd_sc_hd__nor3_2                 2      2
sky130_fd_sc_hd__xnor2_1                2      2
sky130_fd_sc_hd__nand2_1                1      1
sky130_fd_sc_hd__buf_2                  0      4
sky130_fd_sc_hd__buf_4                  1      1
sky130_fd_sc_hd__nor2_2                 0      2
sky130_fd_sc_hd__a22o_4                 0      1
No activity file was given, so power comes from the tool's default toggle rates.
